### config.mk
export PLATFORM = sky130hd
export DESIGN_NAME = regFile
export DESIGN_NICKNAME = regFile
export VERILOG_FILES = /design/flow/design.v
export SDC_FILE = /design/flow/constraint.sdc
export NUM_CORES = 4
export LEC_CHECK = 1
export CORE_UTILIZATION = 50
### design.v
module regFile (
	input clk,
	input [2:0] regA,
	input [2:0] regB,
	input [3:0] regDest,
	input [15:0] dataIn,
	input we,
	input hb,
	input lb,
	output [15:0] dataA,
	output [15:0] dataB,
	output [7:0] progBank,
	output [7:0] dataBank,
	output [15:0] dbg_r0,
	output [15:0] dbg_r1,
	output [15:0] dbg_r2,
	output [15:0] dbg_r3,
	output [15:0] dbg_r4,
	output [15:0] dbg_r5,
	output [15:0] dbg_r6,
	output [15:0] dbg_r7
);
	reg [15:0] register[16];
	assign dataA = register[regA];
	assign dataB = register[regB];
	assign progBank = register[8][15:8];
	assign dataBank = register[8][7:0];
	initial begin
		for(int i = 0; i < 16; i++) begin
			register[i] = 16'h0;
		end
	end
	always @(posedge clk) begin
		if(we) begin
			register[regDest] <= {
				hb ? dataIn[15:8] : register[regDest][15:8],
				lb ? dataIn[7:0] : register[regDest][7:0]
			};
		end
	end
	assign dbg_r0 = register[0];
	assign dbg_r1 = register[1];
	assign dbg_r2 = register[2];
	assign dbg_r3 = register[3];
	assign dbg_r4 = register[4];
	assign dbg_r5 = register[5];
	assign dbg_r6 = register[6];
	assign dbg_r7 = register[7];
endmodule
### run.sh
#!/bin/bash
# OpenROAD 26Q1-2900-gdf79404cd8, Yosys 0.63+post, stock flow scripts
make -C /OpenROAD-flow-scripts/flow DESIGN_CONFIG=/design/flow/config.mk WORK_HOME=/design/flow/orfs finish
### constraint.sdc
current_design regFile

set clk_period 2.8
set clk_io_pct 0.2

create_clock -name clk0 -period $clk_period [get_ports {clk}]

set non_clock_inputs [all_inputs -no_clocks]
set_input_delay [expr $clk_period * $clk_io_pct] -clock clk0 $non_clock_inputs
set_output_delay [expr $clk_period * $clk_io_pct] -clock clk0 [all_outputs]
==> deck_impl_summary.md <==
Run Summary

GRT
  • Initial antenna violation count: 0
  • Vias in the first global route: 4,229
  • Total track usage: 28.80%
  • Total grt overflow: 0
  • Largest net degree at the start of global routing: 19
  • First-pass GRT wire length: 24,210 um

Worst setup path
  • Crit start category: primary input
  • Cell family contributing the most delay on the critical path: multiplexers
  • Critical path cell sequence: buf_2 -> buf_12 -> mux4_1 -> mux2_2 -> clkdlybuf4s50_1
  • Worst path max stage delay: 0.56 ns
  • WP buf/inv: 3
  • Critical Path Fanout Max: 14
  • CP arrival: 2.18 ns
  • Category of the most critical setup path: primary input to primary output
  • CP max-delay cell: mux4_1
  • Required time of the critical path: 2.24 ns
  • CP endpoint kind: primary output

Run
  • Max cap viols: 0
  • Tool warning count: 26

Pwr
  • Switching share of power: 18.98%
  • Clock share of power: 43.1%
  • Leakage: 0.003404 uW
  • Comb pwr share: 8.9%
  • Power share of the sequential group: 48.0%
  • P_int: 4077 uW
  • PD cells: 518.5 nW/um^2
  • P_sw: 954.9 uW
  • VDD IR max: 0.5832 mV

Drt
  • Post-DRT Antenna Nets: 0
  • Drt first-iter violations: 160
  • Vias per inst: 5.708
  • Routed WL per cell: 24.12 um
  • Final WL: 17,100 um
  • DRC: 0
  • Via total after detailed routing: 4,047
  • Count of TritonRoute iterations in the first routing pass: 4
  • Antenna cell count: 0

STA
  • Peak Freq: 365.5 MHz
  • Min cycle time layout: 2.736 ns
  • Hold_ws: 0.8974 ns
  • Slew @ Worst Pin: 0.3151 ns
  • Final Hold Vio Count: 0
  • Unrepaired setup endpoints after global routing: false
  • Final setup violation count: 0
  • Worst rel slew slack: 78.93%
  • Max-slew violations: 0
  • Crit share post-route: 97.71%

Die
  • Die height: 117 um
  • Total die size: 13,690 um^2
  • Core Util at FP: 51.77%
  • IO Count: 206
  • Std-Cell Core Area: 12,770 um^2
  • Die X-Extent: 117 um
  • Number of core rows: 41

CTS
  • CTS tree: built
  • Maximum clock path buffer count: 2
  • TritonCTS buffer count: 17
  • H-tree Lvls: 4
  • CTS clk-pin slew, worst paths: 0.06 ns
  • CTS Root Cell: clkbuf_16
  • Clock Sinks: 144

Layout
  • Largest reg by FF count: register
  • Regs by FF count: register x144
  • Layout area overhead: 46.77%
  • Layout cells sized above 1: 20.48%
  • Post-route non-filler standard cell count: 709
  • Max FFs per register: 144

Logic synthesis
  • Chip area in the Yosys report: 6613 um^2
  • Yosys cell count: 286
  • Synthesized cell area: 6613 um^2
  • Count of state elements after synthesis: 144
  • Synth Instances: 286
  • Synth warn: 1
  • Synth cell types: 14
  • Synth Seq Share: 65.39%
  • Syn_area_per_cell: 23.12 um^2

Min path
  • Hold Path Class: primary input to register
  • Hold_sp: dataIn[15]
  • Cells on Worst Hold Path: 1
  • Hold EP: register[8][15]$_DFFE_PP_

Place
  • Post-DP HPWL: 10,850 um
  • GPL Wtd Cong: 0.8517
  • Placed Cells: 673
  • IO Port Bufs: 205

Status
  • Status: complete, no violations
-- area by class of cell --
class	count	area, um^2
tap	172	215.2
timing repair buffer	237	2422
multi-input combinational	124	2167
clock buffer	19	432.9
clock inverter	13	143.9
fill	727	3068
sequential	144	4324
-- cell usage in the layout, fill, tap and decap left out --
cell,netlist,routed
buf_12,0,8
clkbuf_2,2,2
buf_2,0,2
bufinv_16,0,3
nand4bb_1,2,2
nand2_1,3,3
mux4_1,56,53
bufbuf_16,0,2
edfxtp_1,144,144
or4b_2,1,1
clkinvlp_4,0,2
mux4_2,8,11
nand2b_1,2,2
nor2_1,14,14
clkbuf_16,0,17
inv_6,0,1
nor3_2,0,4
clkinv_2,0,3
nand4b_1,2,2
clkdlybuf4s50_1,0,201
clkbuf_1,0,2
mux2_2,32,32
clkinv_1,0,4
buf_4,0,22
-- cell usage after synthesis --
library cell / number / share of area (%)
nand2_1: 3 / 0.17
mux2_2: 32 / 5.4
buf_1: 8 / 0.45
mux4_2: 8 / 2.7
or4b_2: 1 / 0.15
nor2_1: 14 / 0.79
buf_6: 8 / 1.4
clkbuf_2: 2 / 0.15
mux4_1: 56 / 22
nor3_1: 4 / 0.30
nand4b_1: 2 / 0.26
edfxtp_1: 144 / 65
nand4bb_1: 2 / 0.34
nand2b_1: 2 / 0.19
-- layer usage --
layer,track usage [%],vias to the layer above,routed length [um]
met5,0,-,0
met3,21.97,11,2902
met2,40.59,324,7979
met1,41.73,1933,6085
met4,2.616,0,136
li1,-,1779,-
-- kinds of logic after synthesis --
| logic type | after synthesis | share of synthesized area (%) |
|---|---|---|
| DFF | 144 | 65.39 |
| muxes | 96 | 30.43 |
| and+or+nand+nor | 28 | 2.214 |
| buffers and inverters | 18 | 1.968 |
-- per-stage QoR --
stage          worst slack (ns)  TNS (ns)  total power [uW]  utilization [%]  instance area (um^2)
6_report                0.06409         0              5032            75.98                  9706
5_1_grt               0.0003235         0              5198            75.98                  9706
2_1_floorplan            0.6614         0              2635                -                  6613
4_1_cts                 0.02044         0              5065            76.01                  9709
3_5_place_dp           -0.08731    -1.815              2889            71.01                  9070
3_3_place_gp           -0.09072    -2.094              2885            71.01                  9070
-- power by group through the flow --
| stage | clock (uW) | sequential (uW) | combinational (uW) |
|---|---|---|---|
| 4_1_cts | 2200 | 2420 | 450 |
| 5_1_grt | 2300 | 2420 | 483 |
| 6_report | 2170 | 2420 | 448 |
-- worst max-delay path by stage --
stage / endpoint / startpoint / slack [ns] / cells past startpoint
after CTS: dataA[6] / regA[2] / 0.02 / 5
after global routing: dataA[14] / regA[0] / 0.0003 / 5
final: dataA[9] / regA[0] / 0.06 / 5
-- repair_timing --
action / CTS / global route
gates resized: 2 / 7
cloned: 2 / 0
hold buffers: 0 / 0
endpoints found under the hold margin: 0 / 0
buffers inserted: 0 / 2
setup endpoints to repair: 32 / 20
Power and IR drop assume default switching activity.
