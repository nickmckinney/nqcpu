File: design/flow/design.v
typedef struct packed {
	logic [3:0] aluOp;
	logic [2:0] aluReg1;
	logic [2:0] aluReg2;
	logic [1:0] aluOpSource1;		 
	logic [1:0] aluOpSource2;		 
	logic aluDest;					 
	logic [3:0] regDest;
	logic regSetH;
	logic regSetL;
	logic [2:0] regAddr;
	logic memReadB;
	logic memReadW;
	logic memWriteB;
	logic memWriteW;
	logic [5:0] setRegCond;    
} decoder_signals;
module decoder (
	input [15:0] instr,
	output decoder_signals signals_out,
	output [15:0] imm
);
	localparam [3:0] ALU_ADD = 4'h0;
	localparam [3:0] ALU_SUB = 4'h1;
	localparam [3:0] ALU_MULT = 4'h2;
	localparam [3:0] ALU_DIV = 4'h3;
	localparam [3:0] ALU_AND = 4'h4;
	localparam [3:0] ALU_OR = 4'h5;
	localparam [3:0] ALU_XOR = 4'h6;
	localparam [3:0] ALU_JUSTX = 4'h7;
	localparam [3:0] ALU_SHL_ZE = 4'h8;   
	localparam [3:0] ALU_SHL_OE = 4'h9;   
	localparam [3:0] ALU_SHL_SE = 4'hA;   
	localparam [3:0] ALU_SHL_BE = 4'hB;   
	localparam [3:0] ALU_SHR_ZE = 4'hC;
	localparam [3:0] ALU_SHR_OE = 4'hD;
	localparam [3:0] ALU_SHR_SE = 4'hE;
	localparam [3:0] ALU_SHR_BE = 4'hF;
	wire [3:0] which_instr = instr[15:12];
	wire instr_math, instr_shift, instr_notneg, instr_bts, instr_mov, instr_movimm, instr_branch, instr_jmp, instr_addpc, instr_setbank, instr_nop;
	assign {instr_math, instr_shift, instr_notneg, instr_bts, instr_mov, instr_movimm, instr_branch, instr_jmp, instr_addpc, instr_setbank, instr_nop} =
		which_instr == 4'h0 ? 11'b10000000000 :
		which_instr == 4'h1 ? 11'b01000000000 :
		which_instr == 4'h2 ? 11'b00100000000 :
		which_instr == 4'h3 ? 11'b00010000000 :
		which_instr == 4'h4 ? 11'b00001000000 :
		which_instr == 4'h5 ? 11'b00000100000 :
		which_instr == 4'h6 ? 11'b00000010000 :
		which_instr == 4'h7 ? 11'b00000001000 :
		which_instr == 4'h8 ? 11'b00000000100 :
		which_instr == 4'h9 ? 11'b00000000010 :
		                      11'b00000000001;
	wire [2:0] reg0 = instr[11:9];
	wire [2:0] reg1 = instr[7:5];
	wire [2:0] reg2 = instr[4:2];
	wire [7:0] imm_param = instr[7:0];
	wire [15:0] ext_imm_param = {{8{instr[7]}}, instr[7:0]};   
	wire [2:0] math_op = {instr[8], instr[1:0]};
	wire shift_dir = instr[8];
	wire [1:0] shift_extend = instr[1:0];
	wire notneg_is_neg = instr[8];
	wire mov_dest_byte_high = instr[4];
	wire mov_word = instr[1];
	wire mov_mem = instr[8];
	wire mov_mem_read = instr[0];
	wire movimm_high = instr[8];
	wire [7:0] movimm_imm = imm_param;
	wire [2:0] branch_cond = instr[11:9];
	wire [7:0] branch_offset = instr[7:0];
	wire [5:0] branch_set_cond =
		branch_cond == 3'h0 ? 6'b1_01_1_00 :		 
		branch_cond == 3'h1 ? 6'b1_00_1_10 :		 
		branch_cond == 3'h2 ? 6'b1_00_1_00 :		 
		branch_cond == 3'h3 ? 6'b1_01_0_00 :		 
		branch_cond == 3'h4 ? 6'b1_00_1_01 :		 
		branch_cond == 3'h5 ? 6'b1_01_0_01 :		 
			6'b1_10_0_10;
	wire set_bank_imm = instr[8];
	assign signals_out.aluOp =
		instr_math    ? {1'b0, math_op} :
		instr_shift   ? {1'b1, shift_dir, shift_extend} :
		instr_notneg  ? ALU_ADD :
		instr_mov     ? ALU_JUSTX :
		instr_movimm  ? ALU_JUSTX :
		instr_setbank ? ALU_JUSTX :
		                ALU_ADD;
	assign signals_out.aluReg1 = reg1;
	assign signals_out.aluReg2 = reg2;
	assign signals_out.aluOpSource1 =
		instr_mov     ? ((mov_mem & mov_mem_read) ? 2'h1 : 2'h0) :
		instr_notneg  ? 2'h2 :
		instr_movimm  ? 2'h2 :
		instr_branch  ? 2'h2 :
		instr_setbank ? (set_bank_imm ? 2'h2 : 2'h0) :
		                2'h0;
	assign signals_out.aluOpSource2 =
		instr_notneg ? 2'h1 :
		instr_branch ? 2'h2 :
			2'h0;
	assign signals_out.aluDest =
		instr_branch ? 1'b1 :
		instr_jmp ? 1'b1 :
			1'b0;
	assign signals_out.regDest = instr_setbank ? 4'h8 : {1'b0, reg0};
	assign signals_out.regSetH =
		instr_mov ? (mov_word | mov_dest_byte_high) :
		instr_movimm ? movimm_high :
		instr_setbank ? 1'b0 :
			1'b1;
	assign signals_out.regSetL =
		instr_mov ? (mov_word | !mov_dest_byte_high) :
		instr_movimm ? !movimm_high :
			1'b1;
	assign signals_out.regAddr = mov_mem_read ? reg1 : reg2;   
	assign signals_out.memReadB = instr_mov ? (mov_mem & (mov_mem_read & !mov_word)) : 1'b0;
	assign signals_out.memReadW = instr_mov ? (mov_mem & (mov_mem_read & mov_word)) : 1'b0;
	assign signals_out.memWriteB = instr_mov ? (mov_mem & (!mov_mem_read & !mov_word)) : 1'b0;
	assign signals_out.memWriteW = instr_mov ? (mov_mem & (!mov_mem_read & mov_word)) : 1'b0;
	assign signals_out.setRegCond =
		instr_mov ? ((!mov_mem | mov_mem_read) ? 6'b1_10_0_10 : 6'b000000) :
		instr_branch ? branch_set_cond :
		instr_nop ? 6'b000000 :
			6'b1_10_0_10;
	assign imm =
		instr_notneg                 ? {15'b0, notneg_is_neg} :
		instr_branch                 ? ext_imm_param :
		instr_addpc                  ? ext_imm_param :
		instr_setbank & set_bank_imm ? {8'h0, imm_param} :
			{movimm_imm, movimm_imm};
endmodule
File: design/flow/run.sh
#!/bin/bash
# OpenROAD 26Q1-2900-gdf79404cd8, Yosys 0.63+post, stock flow scripts
make -C /OpenROAD-flow-scripts/flow DESIGN_CONFIG=/design/flow/config.mk WORK_HOME=/design/flow/orfs finish
File: design/flow/config.mk
export PLATFORM = sky130hd
export DESIGN_NAME = decoder
export DESIGN_NICKNAME = decoder
export VERILOG_FILES = /design/flow/design.v
export SDC_FILE = /design/flow/constraint.sdc
export NUM_CORES = 4
export LEC_CHECK = 1
export CORE_AREA = 10 10 83 83
export DIE_AREA = 0 0 93 93
File: design/flow/constraint.sdc
current_design decoder

set clk_period 2.7
set clk_io_pct 0.2

create_clock -name clk0 -period $clk_period

set non_clock_inputs [all_inputs -no_clocks]
set_input_delay [expr $clk_period * $clk_io_pct] -clock clk0 $non_clock_inputs
set_output_delay [expr $clk_period * $clk_io_pct] -clock clk0 [all_outputs]
==> flow_summary.ini <==
; implementation run metrics
[run_status]
status = complete, no violations

[layout]
logic_area_um2 = 601.8
seqCellArea_um2 = 0
drive_gt1_share_pct = 22.78
finalInstanceArea_um2 = 1584
n_clock_buffer = 0
stdcell_count = 251
area_growth_pct = 134.9
n_fill_cell = 556
seq_cell_count = 0

[floorplan]
core_area_um2 = 5140
die_w_um = 93
chipArea_um2 = 8649
initCoreUtil_pct = 13.12
dieHeight_um = 93
row_count = 26
ios = 66

[critical_path]
crit_fanout = 6
endpoint_kind = primary output
cp_data_required_time_ns = 2.16
cp-start-kind = primary input
arrival_ns = 2.07
crit_type = in2out

[synthesis]
yosys_warnings = 0
synth_cell_types = 39
largest_area_cell = buf_4
ys_cells = 101
synthCells = 101
yosys-stat-area_um2 = 674.4
most_common_cell = a21oi_1
synthTopCellsByCount = 13 x a21oi_1, 9 x buf_4, 9 x nand2_1
synth.avg_cell_area_um2 = 6.677
ys_seq_share_pct = 0
netlist.area_leader.share_pct = 10.02
synthTopCellsByArea = buf_4 10%, a21oi_1 9.6%, and2b_1 6.7%
synthesis.area_um2 = 674.4

[power]
vdd_drop_max_mv = 0.02863
leakage_nw = 0.6970
power_density_nw_per_um2 = 132.1

[placement]
placed_area_um2 = 1500
dp_hpwl_mm = 2.818
numPortBuffers = 66
dp.cells = 246
gp_congestion = 0.8287

[min_path]
hp-class = in2out

[global_route]
antenna_found_initial = 1
grt_pass1_vias = 967
grt_overflow = 0
grt_pass1_wl_mm = 5.202
grt_max_degree = 12
grt_util_all_layers_pct = 7.173

[final_timing]
max_freq_mhz = 382.5
tightest_slew_ns = 0.3496
setup_viol = 0
period_used_pct = 96.84
max-slew-margin-rel_pct = 76.60
hold_violations = 0
maxSlewViolCount = 0
rsz0062_at_grt = no
finalCriticalPeriod_ns = 2.615

[clocking]
hold_buffers = 0

[drt]
drt-total-wl_mm = 3.260
drc = 0
routedWlPerCell_um = 12.99
dr.pass1.iters = 4
viasPerCell = 3.825
antenna_left = 0
vias = 960
drtIter0Drc = 32

[run]
drv_cap = 0
warning_count = 33
-- through the flow --
step                      setup TNS (ns)  utilization, %  total power [W]  setup WS, ns  hold WS [ns]
final                                  0           30.82        0.0002092       0.08534         1.709
after global routing                   0           30.82        0.0002312      0.007387         1.759
after CTS                              0           30.33        0.0002113      0.007429         1.903
after detailed placement          -4.604           29.19        0.0002086       -0.2189         1.971
after global placement            -3.537           29.19        0.0002085       -0.1844         1.964
after floorplan                        0               -       0.00006337        0.8662         1.093
-- cells in the final DEF (no fill, tap or decap), types with 2 or more instances in the layout --
master | synthesis | final
dlygate4sd2_1 | 0 | 10
mux2_2 | 3 | 3
and2b_1 | 6 | 6
and2_1 | 2 | 2
ha_1 | 2 | 2
nor3_1 | 3 | 3
nor2b_1 | 5 | 4
o21a_1 | 2 | 2
nand2_1 | 9 | 9
clkdlybuf4s50_1 | 0 | 52
nor2_1 | 6 | 6
nor3b_1 | 3 | 2
o21bai_1 | 3 | 3
a21oi_1 | 13 | 13
buf_4 | 9 | 25
dlymetal6s2s_1 | 0 | 3
inv_1 | 5 | 5
nor4b_4 | 1 | 2
nand3b_1 | 2 | 2
-- worst max-delay path, cell delays in order --
cell	delay [ns]
dlygate4sd2_1	0.24
buf_6	0.14
nor4b_4	0.39
buf_4	0.20
and2b_1	0.17
clkdlybuf4s50_1	0.40
-- cell families (layout without fill, tap and decap cells) --
logic type | count (synthesis) | count (layout) | synth area share, %
xor gates and xnor gates | 1 | 1 | 1.299
AOI/OAI and AO/OA | 26 | 26 | 23.38
muxes | 4 | 4 | 7.235
other | 0 | 1 | 0
buffers and inverters | 20 | 99 | 17.44
adders and majority gates | 3 | 3 | 5.194
and+or+nand+nor | 47 | 47 | 45.45
-- area by class of cell --
type                            instances  area share [%]
Tap cell                               70           5.529
Inverter                                6           1.422
Timing Repair Buffer                   93           54.90
Antenna cell                            1          0.1580
Multi-Input combinational cell         81           37.99
-- layer usage --
layer  part of all wire [%]  track usage [%]  wire (µm)
met2                     47            12.38       1536
met1                     43            9.065       1412
met3                    9.5            2.262        311
met5                      0                0          0
met4                      0                0          0
-- report_power, final --
group | total (W) | internal [W] | leakage (nW) | switching [W]
Combinational | 0.000209 | 0.000137 | 0.697 | 0.0000723
Clock | 0.0000000000495 | 0.0000000000495 | 0.00000634 | 0
Sequential | 0 | 0 | 0 | 0
-- final timing paths --
kind | startpoint | endpoint | slack, ns | cells after the start
max | instr[12] | imm[5] | 0.09 | 6
min | instr[13] | signals_out[13] | 1.71 | 4
-- repair_timing --
action                                  CTS  global route
pin swaps                                 4             1
setup buffers                             4             0
endpoints found under the setup margin   38            11
gates resized                            17             9
Power is estimated from default activity; no workload was simulated.
