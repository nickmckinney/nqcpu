### /design/flow/run.sh
#!/bin/bash
# OpenROAD 26Q1-2900-gdf79404cd8, Yosys 0.63+post, stock flow scripts
make -C /OpenROAD-flow-scripts/flow DESIGN_CONFIG=/design/flow/config.mk WORK_HOME=/design/flow/orfs finish
### /design/flow/config.mk
export PLATFORM = sky130hd
export DESIGN_NAME = alu
export DESIGN_NICKNAME = alu
export VERILOG_FILES = /design/flow/design.v
export SDC_FILE = /design/flow/constraint.sdc
export NUM_CORES = 4
export LEC_CHECK = 1
export CORE_UTILIZATION = 30
### /design/flow/constraint.sdc
current_design alu

set clk_period 67.4
set clk_io_pct 0.2

create_clock -name clk0 -period $clk_period

set non_clock_inputs [all_inputs -no_clocks]
set_input_delay [expr $clk_period * $clk_io_pct] -clock clk0 $non_clock_inputs
set_output_delay [expr $clk_period * $clk_io_pct] -clock clk0 [all_outputs]
### /design/flow/design.v
module alu (
	input [3:0] op,
	input [15:0] x,
	input [15:0] y,
	output [15:0] result,
	output zero,
	output carry
);
	wire [16:0] sum;
	wire [16:0] diff;
	wire [16:0] prod;
	wire [16:0] quot;
	wire [15:0] anded;
	wire [15:0] ored;
	wire [15:0] xored;
	wire [15:0] shifted;
	assign sum = x + y;
	assign diff = x - y;
	assign prod = x * y;
	assign quot = x / y;
	assign anded = x & y;
	assign ored = x | y;
	assign xored = x ^ y;
	shifter shifter_inst (
		.v(x),
		.by(y),
		.dir(op[2]),
		.extend(op[1:0]),
		.result(shifted)
	);
	assign result =
		op == 4'b0000 ? sum[15:0] :
		op == 4'b0001 ? diff[15:0] :
		op == 4'b0010 ? prod[15:0] :
		op == 4'b0011 ? quot[15:0] :
		op == 4'b0100 ? anded :
		op == 4'b0101 ? ored :
		op == 4'b0110 ? xored :
		op == 4'b0111 ? x :
		shifted;
	assign zero = ~(|result);
	assign carry =
		op == 4'b0000 ? sum[16] :
		op == 4'b0001 ? diff[16] : 1'b0;
endmodule
module shifter (
	input [15:0] v,       
	input [15:0] by,      
	input dir,            
	input [1:0] extend,   
	output [15:0] result
);
	wire [47:0] x;
	assign x = {
		extend == 2'b00 ? 16'h0 :
		extend == 2'b01 ? 16'hFFFF :
		extend == 2'b10 ? {16{v[15]}} : v,
		v,
		extend == 2'b00 ? 16'h0 :
		extend == 2'b01 ? 16'hFFFF :
		extend == 2'b10 ? {16{v[0]}} : v
	};
	wire [15:0] barrelResult;
	wire [15:0] otherResult;
	wire [4:0] dirAndAmount;
	assign dirAndAmount = {dir, by[3:0]};
	assign barrelResult =
		|(by[15:4]) ? (dir == 1'b1 ? x[47:32] : x[15:0]) :
		dirAndAmount == 5'h1F ? x[46:31] :
		dirAndAmount == 5'h1E ? x[45:30] :
		dirAndAmount == 5'h1D ? x[44:29] :
		dirAndAmount == 5'h1C ? x[43:28] :
		dirAndAmount == 5'h1B ? x[42:27] :
		dirAndAmount == 5'h1A ? x[41:26] :
		dirAndAmount == 5'h19 ? x[40:25] :
		dirAndAmount == 5'h18 ? x[39:24] :
		dirAndAmount == 5'h17 ? x[38:23] :
		dirAndAmount == 5'h16 ? x[37:22] :
		dirAndAmount == 5'h15 ? x[36:21] :
		dirAndAmount == 5'h14 ? x[35:20] :
		dirAndAmount == 5'h13 ? x[34:19] :
		dirAndAmount == 5'h12 ? x[33:18] :
		dirAndAmount == 5'h11 ? x[32:17] :
		dirAndAmount == 5'h01 ? x[30:15] :
		dirAndAmount == 5'h02 ? x[29:14] :
		dirAndAmount == 5'h03 ? x[28:13] :
		dirAndAmount == 5'h04 ? x[27:12] :
		dirAndAmount == 5'h05 ? x[26:11] :
		dirAndAmount == 5'h06 ? x[25:10] :
		dirAndAmount == 5'h07 ? x[24:9] :
		dirAndAmount == 5'h08 ? x[23:8] :
		dirAndAmount == 5'h09 ? x[22:7] :
		dirAndAmount == 5'h0A ? x[21:6] :
		dirAndAmount == 5'h0B ? x[20:5] :
		dirAndAmount == 5'h0C ? x[19:4] :
		dirAndAmount == 5'h0D ? x[18:3] :
		dirAndAmount == 5'h0E ? x[17:2] :
		dirAndAmount == 5'h0F ? x[16:1] :
		x[31:16];
	assign otherResult =
		|(by[15:4]) ? (dir == 1'b1 ? x[47:32] : x[15:0]) : barrelResult;
	assign result = extend == 2'b11 ? barrelResult : otherResult;
endmodule
==> reports/qor.csv <==
stage,metric,value,unit
yosys,synthesis area per yosys,20800,um2
min_path,worst hold path class,in2out,
routing,Via density,6.57,
global_route,total track usage,33.2,%
clocking,hold buffer count at cts,0,
floorplan,Rows,96,
setup_path,Critical Path End,zero,
yosys,yosys aoi share,35.1,%
yosys,library cells used by synthesis,105,
place,port bufs,54,
floorplan,Core Util at FP,30.3,%
yosys,top cell type's share of synthesized area,15.1,%
routing,Post-DRT Antenna Nets,0,
timing,Finish-stage setup viols,0,
status,outcome,finished clean,
place,Inst Count DP,3975,
job,Max Cap Viol,0,
floorplan,area of the core,68600,um2
yosys,Synth Cell Area,20800,um2
power_and_ir_drop,PwrDens,17.3,nW/um2
min_path,Hold Path Depth,5,
yosys,Post-Synth XOR/XNOR Area,4.96,%
floorplan,chip area,70300,um2
yosys,most frequent cell after synthesis,nor2_1,
global_route,vias in the first global route,24264,
timing,Max Slew Vio Count,0,
finish,Finished Layout Cells,3977,
setup_path,Crit path arrival time,47.00,ns
clocking,"Gates resized, CTS repair",0,
finish,synth-to-layout area growth,7.74,%
place,gp weighted congestion,1.13,
timing,Worst-Margin Slew,1.14,ns
global_route,first-pass GRT wire length,169,mm
timing,"Period Utilization, post-route",89.7,%
routing,TritonRoute pass-1 iters,9,
setup_path,crit path kind,in2out,
routing,initial drt markers,3838,
timing,Final Hold Fails,0,
global_route,antenna violations before repair,7,
floorplan,Die Ht,265,um
setup_path,Critical Path Start,y[12],
place,Detail Placement HPWL,86.2,mm
yosys,Mux area share,4.77,%
timing,final setup TNS,0,ns
yosys,Main logic family,AND-OR/OR-AND gates,
setup_path,critical path's slowest cell,o21ai_0,
yosys,most instantiated cells after synthesis,"nor2_1, a21oi_1, nand2_1, ha_1, o21ai_0",
timing,RSZ-0062 raised after global routing,no,
clocking,post-CTS setup buffer count,0,
finish,layout cell share with drive strength beyond 1,7.79,%
setup_path,maximum fanout along the worst path,23,
timing,fin crit period,60.48,ns
finish,storage element area,0,um2
job,OpenROAD warnings,67,
routing,DR vias,26127,
routing,Routed WL per cell,29.6,um
yosys,average cell area after synthesis,6.69,um2
finish,clkbuf count,0,
power_and_ir_drop,Pint,145,uW
setup_path,Crit. End Element,output pin,
power_and_ir_drop,Sw Share,62.7,%
routing,post-route DRC violation count,0,
yosys,Cell area leaders,"ha_1, fa_1, a21oi_1",
yosys,Post-Synth Simple-Gate Area,24.2,%
setup_path,crit path DRT,53.92,ns
power_and_ir_drop,peak supply drop,0.0000375,V
timing,relative slew slack,23.5,%
yosys,synth warn,0,
finish,count of flip-flops and latches,0,
yosys,"Seq/Total Area, Yosys",0,%
floorplan,Die Width,265,um
setup_path,largest stage delay on the critical path,0.90,ns
floorplan,I/O Pins,54,
yosys,yosys adder share,23.0,%
yosys,Syn Inst Count,3108,
setup_path,CP most frequent cell,ha_1,
power_and_ir_drop,Static Leak,0.00920,uW
global_route,grt total ovfl,0,
yosys,post-synthesis cell count from yosys,3108,
routing,final wirelength,118,mm
yosys,"area leader, netlist",ha_1,
timing,fmax,0.0165,GHz
global_route,pin count of the biggest net entering global routing,52,
power_and_ir_drop,P_sw,243,uW
setup_path,startpoint types,input port,
[cells by family after synthesis]
| kind of cell | count (synthesis) |
|---|---|
| other cells | 1 |
| xor+xnor | 116 |
| buf+inv | 425 |
| mux | 88 |
| simple gates | 1037 |
| fa+ha+maj | 332 |
| compound gates | 1109 |
[placed cells by master, fill, tap and decap left out, types with 46 or more instances in the layout]
cell and instances:
nand2_1 289, xnor2_1 72, nor2_1 307, mux2_2 48, buf_4 122, clkdlybuf4s50_1 46, o21ai_0 212, nand2b_1 48
a21oi_1 298, ha_1 250, nor3_1 80, o22ai_1 50, inv_1 181, fa_1 82, nand3_1 66
[routing by layer]
metal	GRT usage (%)	vias to the layer above	share of wire (%)
met1	45.3	12394	40
met3	13.1	477	14
met2	45.9	1885	40
met5	0	-	0.041
li1	-	11363	-
met4	15.0	8	6.1
[worst max-delay path: cells and delay by family]
| kind | cells | cell delay, ns |
|---|---|---|
| adder cells (fa/ha/maj) | 14 | 4.51 |
| AND-OR/OR-AND | 56 | 15.98 |
| buffers and inverters | 11 | 2.87 |
| AND/OR/NAND/NOR | 33 | 8.43 |
| multiplexers | 5 | 1.71 |
[how the worst min path moves through the flow]
stage	start	end	slack, ns
final	op[0]	result[2]	28.27
after global routing	op[0]	result[2]	28.31
after CTS	op[0]	result[2]	28.25
[area by class of cell]
cell class	instances	area [um2]
diodes	2	5.00
fillers	7544	46200
inverters	188	706
multi-input cells	2683	19100
well taps	931	1160
repair buffers	173	1400
[through the flow]
stage	total power (uW)	area (um2)	utilization [%]	worst slack (ns)	hold slack, ns
floorplan	249	20800	-	11.54	27.13
global placement	375	22400	32.6	8.39	28.25
detailed placement	371	22400	32.6	7.70	28.24
CTS	375	22400	32.6	7.58	28.25
global route	416	22400	32.6	4.73	28.31
finish	388	22400	32.6	6.92	28.27
[power by group through the flow]
stage | Clock [uW] | Combinational [uW] | Sequential (uW)
after CTS | 0 | 375 | 0
after global routing | 0 | 416 | 0
No activity file was given, so power comes from the tool's default toggle rates.
